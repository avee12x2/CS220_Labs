### design/flow/design.v
module ALU (
    input  [31:0] A,       
    input  [31:0] B,       
    input  [4:0]  ALUOp,   
    output reg [31:0] result,  
    output reg branch          
);
  localparam ALU_ADD   = 5'b00000;   
  localparam ALU_SUB   = 5'b00001;   
  localparam ALU_AND   = 5'b00010;   
  localparam ALU_OR    = 5'b00011;   
  localparam ALU_XOR   = 5'b00100;   
  localparam ALU_NOT   = 5'b00101;   
  localparam ALU_SLL   = 5'b00110;   
  localparam ALU_SRL   = 5'b00111;   
  localparam ALU_SRA   = 5'b01000;   
  localparam ALU_BEQ   = 5'b01001;   
  localparam ALU_BNE   = 5'b01010;   
  localparam ALU_BGT   = 5'b01011;   
  localparam ALU_BGTE   = 5'b01100;   
  localparam ALU_BLE   = 5'b01101;   
  localparam ALU_BLEQ   = 5'b01110;   
  localparam ALU_BLEU  = 5'b01111;   
  localparam ALU_BGTU  = 5'b10000;   
  localparam ALU_SLT   = 5'b10001;   
  localparam ALU_SEQ   = 5'b10010;   
  localparam ALU_LUI   = 5'b10011;   
  always @(*) begin
    result = 32'b0;
    branch = 1'b0;
    case (ALUOp)
      ALU_ADD:     result = A + B;
      ALU_SUB:     result = A - B;
      ALU_AND:     result = A & B;
      ALU_OR:      result = A | B;
      ALU_XOR:     result = A ^ B;
      ALU_NOT:     result = ~A;  
      ALU_SLL:     result = A << B[4:0];
      ALU_SRL:     result = A >> B[4:0];          
      ALU_SRA:     result = $signed(A) >>> B[4:0];  
      ALU_BEQ:     branch = (A == B);
      ALU_BNE:     branch = (A != B);
      ALU_BGT:     branch = ($signed(A) > $signed(B));
      ALU_BGTE:    branch = ($signed(A) >= $signed(B));
      ALU_BLE:     branch = ($signed(A) < $signed(B));
      ALU_BLEQ:    branch = ($signed(A) <= $signed(B));
      ALU_BLEU:    branch = (A < B);    
      ALU_BGTU:    branch = (A > B);    
      ALU_SLT:     result = ($signed(A) < $signed(B)) ? 32'b1 : 32'b0;
      ALU_SEQ:     result = (A == B) ? 32'b1 : 32'b0;
      ALU_LUI:     result = {B[15:0], A[15:0]};
      default: begin
        result = 32'b0;
        branch = 1'b0;
      end
    endcase
  end
endmodule
module MAU (
    input reset,
    input [31:0] A,
    input [31:0] B,
    input [1:0] MAUOp,           
    input MAUen,                 
    output reg [31:0] hi,
    output reg [31:0] lo
);
    reg [63:0] product;
    reg [63:0] accumulator;
    always @(*) begin
        if (reset) begin
            hi <= 32'b0;
            lo <= 32'b0;
        end else if (MAUen) begin
            case (MAUOp)
                2'b00: begin  
                    product = $signed(A) * $signed(B);
                    accumulator = {hi, lo} + product;
                    hi <= accumulator[63:32];
                    lo <= accumulator[31:0];
                end
                2'b01: begin  
                    product = A * B;
                    accumulator = {hi, lo} + product;
                    hi <= accumulator[63:32];
                    lo <= accumulator[31:0];
                end
                2'b10: begin  
                    product = $signed(A) * $signed(B);
                    hi <= product[63:32];
                    lo <= product[31:0];
                end
                default: begin
                end
            endcase
        end
    end
endmodule
module FPU_Add (
    input  [31:0] A,     
    input  [31:0] B,     
    output reg [31:0] result
);
  reg         signA, signB, signRes;
  reg  [7:0]  expA, expB, expRes;
  reg  [22:0] fracA, fracB;
  reg  [23:0] normA, normB;
  reg  [24:0] mantA, mantB, mantSum, mantRes;
  reg  [4:0]  leadingZeros;
  integer     shift;
  function [4:0] countLeadingZeros;
    input [24:0] value;
    begin
      casex (value)
        25'b1xxxxxxxxxxxxxxxxxxxxxxxx: countLeadingZeros = 5'd0;
        25'b01xxxxxxxxxxxxxxxxxxxxxx: countLeadingZeros = 5'd1;
        25'b001xxxxxxxxxxxxxxxxxxxxx: countLeadingZeros = 5'd2;
        25'b0001xxxxxxxxxxxxxxxxxxxx: countLeadingZeros = 5'd3;
        25'b00001xxxxxxxxxxxxxxxxxxx: countLeadingZeros = 5'd4;
        25'b000001xxxxxxxxxxxxxxxxxx: countLeadingZeros = 5'd5;
        25'b0000001xxxxxxxxxxxxxxxxx: countLeadingZeros = 5'd6;
        25'b00000001xxxxxxxxxxxxxxxx: countLeadingZeros = 5'd7;
        25'b000000001xxxxxxxxxxxxxxx: countLeadingZeros = 5'd8;
        25'b0000000001xxxxxxxxxxxxxx: countLeadingZeros = 5'd9;
        25'b00000000001xxxxxxxxxxxxx: countLeadingZeros = 5'd10;
        25'b000000000001xxxxxxxxxxxx: countLeadingZeros = 5'd11;
        25'b0000000000001xxxxxxxxxxx: countLeadingZeros = 5'd12;
        25'b00000000000001xxxxxxxxxx: countLeadingZeros = 5'd13;
        25'b000000000000001xxxxxxxxx: countLeadingZeros = 5'd14;
        25'b0000000000000001xxxxxxxx: countLeadingZeros = 5'd15;
        25'b00000000000000001xxxxxxx: countLeadingZeros = 5'd16;
        25'b000000000000000001xxxxxx: countLeadingZeros = 5'd17;
        25'b0000000000000000001xxxxx: countLeadingZeros = 5'd18;
        25'b00000000000000000001xxxx: countLeadingZeros = 5'd19;
        25'b000000000000000000001xxx: countLeadingZeros = 5'd20;
        25'b0000000000000000000001xx: countLeadingZeros = 5'd21;
        25'b00000000000000000000001x: countLeadingZeros = 5'd22;
        25'b000000000000000000000001: countLeadingZeros = 5'd23;
        default: countLeadingZeros = 5'd24;  
      endcase
    end
  endfunction
  always @(*) begin
    signA = A[31]; expA = A[30:23]; fracA = A[22:0]; normA = {1'b1, fracA};
    signB = B[31]; expB = B[30:23]; fracB = B[22:0]; normB = {1'b1, fracB};
    if(expA >= expB) begin
      shift = expA - expB;
      mantA = {1'b0, normA};
      mantB = {1'b0, normB} >> shift;
      expRes = expA;
    end else begin
      shift = expB - expA;
      mantA = {1'b0, normA} >> shift;
      mantB = {1'b0, normB};
      expRes = expB;
    end
    if(signA == signB) begin
      mantSum = mantA + mantB;
      signRes = signA;
    end else begin
      if(mantA >= mantB) begin
        mantSum = mantA - mantB;
        signRes = signA;
      end else begin
        mantSum = mantB - mantA;
        signRes = signB;
      end
    end
    if(mantSum[24]) begin
      mantRes = mantSum >> 1;
      expRes = expRes + 1;
    end else begin
      leadingZeros = countLeadingZeros(mantSum);
      mantRes = mantSum << leadingZeros;
      expRes = (expRes > leadingZeros) ? expRes - leadingZeros : 0;
    end
    result = (mantSum == 0) ? 32'b0 : {signRes, expRes, mantRes[22:0]};
  end
endmodule
module FPU_Sub (
    input  [31:0] A,     
    input  [31:0] B,     
    output [31:0] result
);
  wire [31:0] B_neg;
  assign B_neg = {~B[31], B[30:0]};   
  FPU_Add add_inst (
    .A(A),
    .B(B_neg),
    .result(result)
  );
endmodule
module FPU_Compare (
    input  [31:0] A,
    input  [31:0] B,
    input  [2:0]  COMP_TYPE,  
    output reg    cc        
);
  reg        signA, signB;
  reg [7:0]  expA, expB;
  reg [22:0] fracA, fracB;
  reg        isZeroA, isZeroB;
  reg        isNaNA, isNaNB;
  integer cmp;  
  always @(*) begin
    signA = A[31];
    expA  = A[30:23];
    fracA = A[22:0];
    signB = B[31];
    expB  = B[30:23];
    fracB = B[22:0];
    isZeroA = (expA == 8'd0) && (fracA == 23'd0);
    isZeroB = (expB == 8'd0) && (fracB == 23'd0);
    isNaNA = (expA == 8'hFF) && (fracA != 0);
    isNaNB = (expB == 8'hFF) && (fracB != 0);
    if (isNaNA || isNaNB) begin
      cmp = 2;  
    end
    else if (isZeroA && isZeroB) begin
      cmp = 0;  
    end
    else if (signA != signB) begin
      cmp = (signA) ? -1 : 1;
    end
    else begin
      if (expA > expB)
        cmp = (signA == 0) ? 1 : -1;   
      else if (expA < expB)
        cmp = (signA == 0) ? -1 : 1;
      else begin
        if (fracA > fracB)
          cmp = (signA == 0) ? 1 : -1;
        else if (fracA < fracB)
          cmp = (signA == 0) ? -1 : 1;
        else
          cmp = 0;
      end
    end
    if (cmp == 2) begin
      cc = 1'b0;
    end
    else begin
      case (COMP_TYPE)
        3'd0: cc = (cmp == 0);           
        3'd1: cc = (cmp <= 0);           
        3'd2: cc = (cmp < 0);            
        3'd3: cc = (cmp >= 0);           
        3'd4: cc = (cmp > 0);            
        default: cc = 1'b0;
      endcase
    end
  end
endmodule
module FPU_Mov (
    input  [31:0] A,   
    output [31:0] result   
);
  assign result = A;
endmodule
module FPU (
    input  [31:0] A,
    input  [31:0] B,
    input  [3:0]  FPUOp,   
    output reg [31:0] result,
    output reg cc         
);
  wire [31:0] add_out, sub_out, mov_out;
  FPU_Add add_inst (
    .A(A),
    .B(B),
    .result(add_out)
  );
  FPU_Sub sub_inst (
    .A(A),
    .B(B),
    .result(sub_out)
  );
  FPU_Mov mov_inst (
    .A(A),
    .result(mov_out)
  );
  reg [2:0] comp_mode;
  wire compare_cc;
  FPU_Compare cmp_inst_eq (.A(A), .B(B), .COMP_TYPE(comp_mode) ,.cc(compare_cc));
  always @(*) begin
    case (FPUOp)
      4'b0000: begin  
        result = add_out;
      end
      4'b0001: begin  
        result = sub_out;
      end
      4'b0010: begin  
        comp_mode = 3'b000; 
        cc = compare_cc;
        result = A;
      end
      4'b0011: begin  
        comp_mode = 3'b001;
        cc = compare_cc; 
        result = A;
      end
      4'b0100: begin  
        comp_mode = 3'b010; 
        cc = compare_cc; 
        result = A;
      end
      4'b0101: begin  
        comp_mode = 3'b011;
        cc = compare_cc; 
        result = A;
      end
      4'b0110: begin  
        comp_mode = 3'b100;
        cc = compare_cc; 
        result = A;
      end
      4'b0111: begin  
        result = mov_out;
      end
      default: begin
      end
    endcase
  end
endmodule
### design/flow/run.sh
#!/bin/bash
# OpenROAD 26Q1-2900-gdf79404cd8, Yosys 0.63+post, stock flow scripts
make -C /OpenROAD-flow-scripts/flow DESIGN_CONFIG=/design/flow/config.mk WORK_HOME=/design/flow/orfs finish
### design/flow/config.mk
export PLATFORM = sky130hd
export DESIGN_NAME = ALU
export DESIGN_NICKNAME = ALU
export VERILOG_FILES = /design/flow/design.v
export SDC_FILE = /design/flow/constraint.sdc
export NUM_CORES = 4
export LEC_CHECK = 1
export CORE_UTILIZATION = 40
### design/flow/constraint.sdc
current_design ALU

set clk_period 16.7
set clk_io_pct 0.2

create_clock -name clk0 -period $clk_period

set non_clock_inputs [all_inputs -no_clocks]
set_input_delay [expr $clk_period * $clk_io_pct] -clock clk0 $non_clock_inputs
set_output_delay [expr $clk_period * $clk_io_pct] -clock clk0 [all_outputs]
==> reports/qor.yml <==
die:
  fp.dieH_um: 152.5
  core_area_um2: 22030
  dieWidth_um: 152.5
  io_pins: 102
  fp_util: 0.4114
  num_rows: 54
  chipArea_um2: 23260
pwr:
  p_per_area_nw_per_um2: 33.74
  ir_drop_mv: 0.01536
  switching_share: 0.6086
  power.total_uw: 341.6
  p_int_uw: 133.7
  p_leak_uw: 0.004102
  power_switching_uw: 207.9
flow_run:
  warnings: 98
  cap_violations: 0
synthesis:
  ys_types: 82
  yosysMostFrequentCell: "nor2_1"
  ys_chip_area_um2: 9062
  postSynthCellCount: 1351
  yosysTopAreaCellShare: 0.1353
  ys_warn_count: 1
  top_area_cell: "ha_1"
  postSynthSeqShare: 0
  synth.cell_area_um2: 9062
  area_leaders: "ha_1, mux4_2, a21oi_1, nor2_1, o21ai_0"
  syn_area_per_cell_um2: 6.708
  ys_cells: 1351
  top_cells_by_count: "nor2_1, a21oi_1, nand2_1, ha_1, inv_1"
setup_path:
  worstSetupStartpointType: "input pin"
  worstPathRequired_ns: 13.36
  cp-end-kind: "output port"
  worst-endpoint-arrival_ns: 7.95
  critPathMaxFanout: 49
  worst-setup-path-type: "input pin to output port"
final_timing:
  tightest_slew_ns: 1.035
  grt_setup_unrepaired: "false"
  setup_viol: 0
  hold_violations: 0
  fmax_mhz: 88.61
  slew_headroom: 0.3033
  report.final.slew_viol_count: 0
  tns_ns: 0
  min_period_ns: 11.29
  finalCritPeriodShare: 0.6758
placement:
  dp_hpwl_um: 35460
  routabilityCongestion: 1.007
  place_area_um2: 10120
  port_buffers: 102
global_routing:
  met3_usage: 0.09823
  grt_usage: 0.3955
  grt_pass1_vias: 10490
  grtUsageMet2: 0.5848
  grt_pass1_wl_um: 67900
  grt_max_degree: 55
  met1_usage: 0.5859
  grt_overflow_total: 0
  grt.busiest_layer: "met1"
  antenna_found_initial: 3
outcome:
  status: "finished clean"
detailed_routing:
  wl_per_cell_um: 27.67
  dr.first_iter.drc_count: 1314
  vias_per_cell: 6.832
  drc: 0
  drtPass1Iterations: 17
  vias: 11250
  final_antenna_net_count: 0
  routed_wl_um: 45570
clock_tree:
  cts.repair.resized: 0
  cts_setup_buffers: 0
  cts_hold_buf: 0
final_layout:
  clkbuf_count: 0
  ff_latch_area_um2: 0
  post-route-cell-area_um2: 10120
  fill_cells: 2333
  drive_gt1_frac: 0.08132
  fin_util: 0.4597
  syn2layout_area_growth_pct: 11.72
  flops: 0
min_path:
  min_path_type: "input pin to output port"
## cells in the final DEF (no fill, tap or decap), drive strengths merged, types with 12 or more instances in the layout
cell type,n
ha,98
a221oi,29
o221ai,13
nor3,24
nor2,175
nand3,29
a21o,19
buf,28
o211ai,16
a31oi,13
mux2i,36
o21bai,19
nand2,103
o31ai,17
o22ai,21
o21ai,108
a221o,13
mux4,45
or3,12
a21oi,150
a211oi,21
clkdlybuf4s50,97
inv,95
## cell type report
type / count / area (µm²) / area share
antenna: 2 / 5.005 / 0.0004943
timing repair buffer: 125 / 1171 / 0.1157
tap: 280 / 350.3 / 0.03460
multi-input combinational: 1141 / 8227 / 0.8125
inverter: 99 / 371.6 / 0.03670
## worst max-delay path, cell delays in order
cell,delay (ns)
buf_2,0.07
buf_4,0.43
clkinv_1,0.72
ha_1,0.64
clkinv_1,0.13
nand4_1,0.23
o211a_1,0.38
o221a_2,0.34
a31o_2,0.27
o311a_1,0.31
xnor2_1,0.17
o21ai_1,0.08
or3_1,0.37
clkdlybuf4s50_1,0.41
## routing by layer
metal,share of wire,routed length [µm]
met1,0.44,20120
met2,0.42,19320
met3,0.11,5009
met4,0.025,1117
met5,0.00020,9
## power groups by stage
stage         Combinational, µW  Sequential, µW  Clock (µW)
global route                366               0           0
CTS                         333               0           0
## logic make-up (layout without fill, tap and decap cells)
logic type	after synthesis	count (layout)	share of synthesized area
mux	89	89	0.1615
xor+xnor	4	4	0.003865
compound gates	534	534	0.3965
fa+ha+maj	100	100	0.1397
simple gates	414	414	0.2050
other cells	0	2	0
buf+inv	210	224	0.09333
## stage by stage
stage	hold WS, ns	std cells	worst slack, ns
after global routing	7.855	1645	5.117
after detailed placement	7.821	1645	5.516
after floorplan	6.757	1351	6.596
final	7.841	1647	5.414
after global placement	7.821	1645	5.596
after CTS	7.823	1645	5.492
## final timing paths
kind | from | endpoint | slack [ns] | depth (start not counted)
setup / recovery | B[4] | result[26] | 5.41 | 14
hold / removal | B[2] | result[6] | 7.84 | 5
Power figures rest on the tool's default switching activity, not on a simulated workload.
