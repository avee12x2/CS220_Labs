**flow/design.v**
```verilog
module GPR(
    input clk, reset,
    input [4:0] read1, read2, write,
    input [31:0] write_data,
    input write_enable,
    output [31:0] read_data1, read_data2
);
    reg [31:0] registers [0:31];  
    assign read_data1 = (reset) ? 32'b0 : registers[read1];
    assign read_data2 = (reset) ? 32'b0 : registers[read2];
    integer i;
    always @(posedge clk or posedge reset) begin
        if (reset) begin
            for (i = 0; i < 32; i = i + 1) begin
                registers[i] <= 32'b0;
            end
        end else if (write_enable && write != 5'b0) begin
            registers[write] <= write_data;
        end
    end
endmodule
module FPR(
    input clk, reset,
    input [4:0] read1, read2, write,
    input [31:0] write_data,
    input write_enable,
    output [31:0] read_data1, read_data2
);
    reg [31:0] registers [0:31];  
    assign read_data1 = (reset) ? 32'b0 : registers[read1];
    assign read_data2 = (reset) ? 32'b0 : registers[read2];
    integer i;
    always @(posedge clk or posedge reset) begin
        if (reset) begin
            for (i = 0; i < 32; i = i + 1) begin
                registers[i] <= 32'b0;
            end
        end else if (write_enable && write != 5'b0) begin
            registers[write] <= write_data;
        end
    end
endmodule
```
**flow/run.sh**
```bash
#!/bin/bash
# OpenROAD 26Q1-2900-gdf79404cd8, Yosys 0.63+post, stock flow scripts
make -C /OpenROAD-flow-scripts/flow DESIGN_CONFIG=/design/flow/config.mk WORK_HOME=/design/flow/orfs finish
```
**flow/config.mk**
```make
export PLATFORM = sky130hd
export DESIGN_NAME = FPR
export DESIGN_NICKNAME = FPR
export VERILOG_FILES = /design/flow/design.v
export SDC_FILE = /design/flow/constraint.sdc
export NUM_CORES = 4
export LEC_CHECK = 1
export CORE_UTILIZATION = 50
```
**flow/constraint.sdc**
```tcl
current_design FPR

set clk_period 21.0
set clk_io_pct 0.2

create_clock -name clk0 -period $clk_period [get_ports {clk}]

set non_clock_inputs [all_inputs -no_clocks]
set_input_delay [expr $clk_period * $clk_io_pct] -clock clk0 $non_clock_inputs
set_output_delay [expr $clk_period * $clk_io_pct] -clock clk0 [all_outputs]
```
==> qor.yml <==
synth-async-reset-ratio_pct: 100
portBuffers: 113
vias: 44553
seq_area_mm2: 0.0256
hold_path_class: "flip-flop to flip-flop"
htree_levels: 3
grt_pass1_vias: 43305
drt-initial-drc-count: 5986
crit_arrival_ns: 9.06
end_kind: "output pin"
crit_required_ns: 16.80
drc: 0
leakage_nw: 25.1
clkSinkCount: 1024
cts_hold_buffers: 0
max_freq_mhz: 75.4
comb_power_share_pct: 13.1
regMostFlops: "registers"
p_per_area_mw_per_mm2: 95.4
ff_type: "dfrtp_1"
synth.distinct_cells: 67
drive_gt1_share_pct: 33.1
status: "complete, no violations"
cts-buffers-inserted: 110
synthCells: 4361
finalMaxSlewViolations: 0
largest_reg_flops: 1024
setup_tns_ns: 0
pwr-share-seq_pct: 49.8
met1Wirelength_um: 90500
power_mw: 5.49
postRouteAntennaNets: 0
power_frac_clock_pct: 37.1
start_kind: "primary input"
switching_share_pct: 29.0
dpl_cell_area_mm2: 0.0538
fillCellCount: 8335
antenna_found_initial: 12
rsz0062_at_grt: "no"
post_cts_resized: 0
tightest_slew_ns: 1.27
rrSetupSlack_ns: 20.07
yosysWarnings: 2
grt_pass1_wl_um: 353000
power_switching_mw: 1.59
io_pins: 114
clock_latency_ns: 0.72
clk_pin_slew_ns: 0.06
tool_warnings: 45
fp_util_pct: 50.7
ys_cells: 4361
drv_cap: 0
topRoutingLayerUsed: "met5"
yosysSeqAreaShare_pct: 50.3
maxSlewHeadroom_pct: 14.9
setup_viol: 0
die-area_mm2: 0.103
combGateArea_mm2: 0.0238
path_class: "primary input to output pin"
area_delta_synth_final_pct: 13.0
totalWireLength_um: 257000
hold_viol_final: 0
fin_cells: 5795
fin_crit_sh_pct: 63.2
dr_wl_met3_um: 44300
gp_congestion: 1.05
cts_root_buf: "clkbuf_16"
ir_drop_mv: 0.0704
vias_per_cell: 7.69
critPathMaxFanout: 20
dr.pass1.iters: 10
min_period_ns: 13.26
top_regs: "registers (1024)"
edf_count: 0
post_cts_buffers: 0
syn_area_mm2: 0.0510
ys_chip_area_mm2: 0.0510
grt_max_degree: 124
overflow: 0
routedWlPerCell_um: 44.4
dp.cells: 5573
internal_power_mw: 3.90
die_h_um: 321
wl_met2_um: 101000
hold_ws_ns: 0.399
fin_worst_skew_ns: 0
core_area_mm2: 0.101
die_width_um: 321
fin_area_mm2: 0.0576
synth_area_per_cell_um2: 11.7
ys.flops: 1024
dp_hpwl_um: 152000
cts_tree: "done"
fp-row-count: 116
grt_usage_pct: 52.6
cts.path.max_buffers: 3
[power by group through the flow]
stage	sequential [mW]	clock (mW)	combinational, mW
CTS	2.71	2.05	0.705
finish	2.74	2.04	0.721
global route	2.77	2.12	0.766
[layer usage]
layer | vias up | track usage, %
li1 | 16637 | -
met1 | 22318 | 68.4
met2 | 4210 | 67.6
met3 | 1363 | 32.9
met4 | 25 | 30.0
met5 | - | 4.26
[cells in the final DEF, fill, tap and decap left out, drive strengths merged, types with 30 or more instances in the layout]
cell and instances:
clkdlybuf4s50 107, nand3 62, dfrtp 1024, clkbuf 153, nand4 96, nor2 190, mux2 998, nor4 37
nor3 71, o21ai 30, a22oi 827, buf 207, nand2 254, a211oi 47
[cell families after synthesis]
| group | Yosys count | synth area share, % |
|---|---|---|
| AND-OR/OR-AND | 1073 | 15.8 |
| buffers and inverters | 468 | 4.10 |
| flip-flops | 1024 | 50.3 |
| multiplexers | 1009 | 22.3 |
| AND/OR/NAND/NOR | 787 | 7.51 |
[final timing paths]
check / startpoint / end / cells after the start
max: read1[0] / read_data1[23] / 11
min: registers[0][3] / registers[0][3] / 0
max reg2reg: registers[5][2] / registers[5][2] / 1
min reg2reg: registers[0][3] / registers[0][3] / 0
max in group asynchronous: reset / registers[31][26] / 7
min in group asynchronous: reset / registers[9][8] / 2
[worst max-delay path, stage by stage]
cell,delay (ns)
clkdlybuf4s50_1,0.42
buf_4,0.25
nand2b_1,0.48
buf_4,0.34
nor2_4,0.85
buf_4,0.59
a22oi_1,0.19
nand4_1,0.16
nor2_1,0.05
a211oi_1,0.84
clkdlybuf4s50_1,0.63
[area by class of cell]
class | count | area share [%]
clock inverter | 50 | 0.956
clock buffer | 153 | 5.55
timing repair buffer | 314 | 4.60
tap | 1357 | 2.95
sequential | 1024 | 44.5
inverter | 9 | 0.0652
multi-input combinational | 2869 | 41.3
antenna | 19 | 0.0825
[through the flow]
stage | worst slack [ns] | util (%)
6_report | 7.74 | 57.3
3_5_place_dp | 8.15 | 53.5
4_1_cts | 8.15 | 57.2
2_1_floorplan | -2.56 | -
5_1_grt | 7.90 | 57.2
3_3_place_gp | 8.25 | 53.5
[synthesized netlist by cell type, types with 4 or more instances]
master | number | area share [%]
dfrtp_1 | 1024 | 50
mux2_2 | 966 | 21
a22oi_1 | 827 | 12
nand2_1 | 253 | 1.9
clkbuf_1 | 209 | 1.5
buf_2 | 193 | 1.9
nor2_1 | 170 | 1.3
nand4_1 | 96 | 1.2
nor3_1 | 70 | 0.69
nand3_1 | 61 | 0.60
a211oi_1 | 47 | 0.69
nor4_1 | 37 | 0.45
buf_1 | 35 | 0.26
mux2_1 | 32 | 0.71
a21oi_1 | 29 | 0.28
a222oi_1 | 29 | 0.57
o21ai_0 | 27 | 0.27
a221oi_1 | 25 | 0.43
buf_4 | 20 | 0.29
a22o_1 | 18 | 0.31
and3_1 | 16 | 0.20
a32oi_1 | 15 | 0.26
nand2b_1 | 14 | 0.17
a31oi_1 | 13 | 0.16
nand3b_1 | 12 | 0.18
mux2i_1 | 11 | 0.22
nor2_2 | 11 | 0.14
inv_1 | 9 | 0.066
a311oi_1 | 8 | 0.14
nor2_4 | 8 | 0.18
a2111oi_0 | 7 | 0.12
nor2b_1 | 6 | 0.074
and2_1 | 4 | 0.049
nor3b_1 | 4 | 0.059
or3_1 | 4 | 0.049
or3b_1 | 4 | 0.069
No activity file was given, so power comes from the tool's default toggle rates.
